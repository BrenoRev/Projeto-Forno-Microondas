==> flow/design.v <==
module priority_encoder(
    keypad, enable_n,
    BCD_out, data_valid
);
    input wire [9:0] keypad;
    input wire enable_n;
    output reg [3:0] BCD_out;
    output wire data_valid;
    assign data_valid = ~enable_n && (keypad != 10'b00_0000_0000);
    always @(keypad, enable_n) begin
        if (~enable_n) begin
            if (keypad[9])
                BCD_out = 4'b1001;
            else if (keypad[8])
                BCD_out = 4'b1000;
            else if (keypad[7])
                BCD_out = 4'b0111;
            else if (keypad[6])
                BCD_out = 4'b0110;
            else if (keypad[5])
                BCD_out = 4'b0101;
            else if (keypad[4])
                BCD_out = 4'b0100;
            else if (keypad[3])
                BCD_out = 4'b0011;
            else if (keypad[2])
                BCD_out = 4'b0010;
            else if (keypad[1])
                BCD_out = 4'b0001;
            else if (keypad[0])
                BCD_out = 4'b0000;
            else
                BCD_out = 4'bxxxx;
        end
        else begin
            BCD_out = 4'bzzzz;
        end
    end
endmodule
module frequency_divide_by_100 (
    input in_clock,
    output reg out_clock
);
    reg [6:0] count;
    initial begin
        count <= 7'd0;
        out_clock = 1'b0;
    end
    always @(posedge in_clock) begin
        count <= count + 7'd1;
        if (count >= 7'd99) begin
            count <= 7'd0;
        end
        if (count < 7'd50) begin
            out_clock <= 1'b1;
        end else begin
            out_clock <= 1'b0;
        end
    end
endmodule
module debounce_delay(
    clock, clear,
    edge_out
);
    input clock, clear;
    output reg edge_out;
    reg [2:0] count;
    initial begin
        count <= 3'd7;
        edge_out <= 1'b0;
    end
    always @(posedge clock) begin
        if (clear == 1'b0) begin
            count <= 3'd0;
            edge_out <= 1'b0;
        end else begin
            if (count < 3'd7) begin
                count <= count + 3'd1;
            end else begin
                count <= 3'd7;
            end
            if (count == 3'd4) begin
                edge_out <= 1'b1;
            end
        end
    end
endmodule
module mux_2x1(
    input i0, i1, select,
    output F
);
    assign F = (i0 & ~select) || (i1 & select);
endmodule
module timer_control_level2(
    keypad, enable_n, clock_100Hz,
    D, load_n, pgt_1Hz
);
    input [9:0] keypad;
    input enable_n, clock_100Hz;
    output wire [3:0] D;
    output wire load_n, pgt_1Hz;
    wire clock_1Hz, data_valid, delayed_data_valid;
    priority_encoder encoder(.keypad(keypad), .enable_n(enable_n), .BCD_out(D), .data_valid(data_valid));
    frequency_divide_by_100 divide(.in_clock(clock_100Hz), .out_clock(clock_1Hz));
    debounce_delay delay(.clock(clock_100Hz), .clear(data_valid), .edge_out(delayed_data_valid));
    mux_2x1 mux(.i0(delayed_data_valid), .i1(clock_1Hz), .select(enable_n), .F(pgt_1Hz));
    assign load_n = ~data_valid;
endmodule
==> flow/run.sh <==
#!/bin/bash
# OpenROAD 26Q1-2900-gdf79404cd8, Yosys 0.63+post, stock flow scripts
make -C /OpenROAD-flow-scripts/flow DESIGN_CONFIG=/design/flow/config.mk WORK_HOME=/design/flow/orfs finish
==> flow/config.mk <==
export PLATFORM = sky130hd
export DESIGN_NAME = timer_control_level2
export DESIGN_NICKNAME = timer_control_level2
export VERILOG_FILES = /design/flow/design.v
export SDC_FILE = /design/flow/constraint.sdc
export NUM_CORES = 4
export LEC_CHECK = 1
export CORE_AREA = 10 10 71 71
export DIE_AREA = 0 0 81 81
==> flow/constraint.sdc <==
current_design timer_control_level2

set clk_period 1.6
set clk_io_pct 0.2

create_clock -name clk0 -period $clk_period [get_ports {clock_100Hz}]

set non_clock_inputs [all_inputs -no_clocks]
set_input_delay [expr $clk_period * $clk_io_pct] -clock clk0 $non_clock_inputs
set_output_delay [expr $clk_period * $clk_io_pct] -clock clk0 [all_outputs]
==> flow_metrics.py <==
# Synthesis and PnR figures
metrics = {
    "pwr": {
        "power.density_nw_per_um2": 786,
        "power_w": 0.000726,
        "power.leakage_nw": 0.404,
        "peakVddDrop_uv": 644,
    },
    "clock_network": {
        "ctsHtreeMaxLevel": 1,
        "cts.clk_slew.worst_paths_ns": 0.05,
        "numCtsBuffers": 3,
        "cts_tree": "yes",
        "ctsHoldBuffers": 0,
        "clockBufferDepth": 2,
        "clk_latency_ns": 0.24,
        "ctsRootBufferMaster": "clkbuf_8",
        "cts_num_sinks": 12,
    },
    "place": {
        "port_buffers": 17,
        "dp.cells": 138,
        "dp_hpwl_um": 1080,
        "place.gp.congestion": 0.918,
        "dpl_cell_area_um2": 865,
    },
    "run": {
        "tool_warnings": 27,
        "cap_violations": 0,
    },
    "timing": {
        "finClkSkew_ns": 0.000498,
        "rsz0062_at_grt": "false",
        "relSlewSlack_pct": 78.0,
        "tightest_slew_ns": 0.331,
        "setup_viol": 0,
        "fmax_mhz": 655,
        "hold_violations": 0,
        "slew_viol_final": 0,
        "fin_crit_sh_pct": 95.4,
        "setup_tns_ns": 0,
        "finalCriticalPeriod_ns": 1.53,
    },
    "synth": {
        "synth_top_area_share_pct": 40.8,
        "synth-main-ff-cell": "dfxtp_1",
        "synthDistinctLibCells": 25,
        "top_cells_by_count": "dfxtp_1 (12), nor2_1 (10), a21oi_1 (8)",
        "edf_count": 0,
        "largest_area_cell": "dfxtp_1",
        "topCellsByArea": "dfxtp_1 (41%), a21oi_1 (6.8%), ha_1 (6.4%)",
        "synth_chip_area_um2": 589,
        "synth_seq_share_pct": 40.8,
        "syn_area_per_cell_um2": 8.80,
        "synthArstFlopShare_pct": 0,
        "ys_ff": 12,
        "synth_top_cell_by_count": "dfxtp_1",
        "yosys_cells": 67,
        "yosys_warnings": 4,
        "synth_cells": 67,
        "syn-cell-area_um2": 589,
    },
    "drt": {
        "drtIter0Drc": 35,
        "vias": 569,
        "post-route-drc-count": 0,
        "vias_per_cell": 3.90,
        "wl_per_cell_um": 9.84,
        "finalWirelength_um": 1440,
        "ant_nets": 0,
        "diodes": 0,
        "drtPass1Iterations": 4,
    },
    "layout": {
        "drive_gt1_share_pct": 31.6,
        "area_growth_syn_to_layout_pct": 56.7,
        "finalInstanceArea_um2": 923,
        "fin_cells": 146,
    },
    "run_status": {
        "status": "completed",
    },
    "global_routing": {
        "grt_overflow": 0,
        "grt_max_degree": 8,
        "grt.total_usage_pct": 4.64,
        "grt_pass1_wl_um": 2550,
        "antenna_found_initial": 0,
        "grt_pass1_vias": 573,
    },
    "floorplan": {
        "num_rows": 22,
        "fp_util_pct": 16.2,
        "chipArea_um2": 6560,
        "pin_count": 18,
        "die_y_um": 81,
        "coreArea_um2": 3630,
        "dieWidth_um": 81,
    },
    "setup_path": {
        "start_kind": "input port",
        "path_class": "in -> out",
        "cp_data_arrival_time_ns": 1.21,
        "slowest_delay_ns": 0.23,
        "slowest_stage": "or2_4",
        "cp_max_fo": 2,
        "crit_path_end_kind": "output pin",
        "crit_family": "buffers and inverters",
        "cp_data_required_time_ns": 1.28,
        "path_buffers": 3,
        "crit_path_cell_trace": "clkdlybuf4s15_1 -> or2_4 -> buf_6 -> nor3_2 -> a31o_2 -> buf_2",
    },
    "min_path": {
        "hold_class": "reg -> reg",
    },
}
==> layout by cell type, fill, tap and decap left out, drive strengths merged, types with 2 or more instances in the layout <==
cell	instances
a21oi	8
buf	12
clkbuf	10
clkdlybuf4s15	3
dfxtp	12
dlygate4sd2	4
ha	3
inv	5
nand2	4
nand3	4
nor2	10
nor3	3
nor4	2
xnor2	2
xor2	2
==> worst register-to-register path: stages, from the launching register on <==
cell and delay, ns:
dfxtp_1 0.40, ha_1 0.30, nor4_4 0.07, a21oi_1 0.31, nor2_1 0.09
==> kinds of logic (layout without fill, tap and decap cells) <==
family	after synthesis	in the layout	synth area share (%)
AND/OR/NAND/NOR	28	28	27.4
multiplexers	1	1	1.91
XOR/XNOR	4	4	5.95
AND-OR/OR-AND	14	14	14.4
adder cells (fa/ha/maj)	3	3	6.37
flip-flops	12	12	40.8
buffers and inverters	5	36	3.19
==> worst paths after layout <==
path / endpoint / slack (ns) / start / cells past startpoint
max: load_n / 0.07 / keypad[9] / 6
min: delay.edge_out$_SDFFE_PN0N_ / 0.48 / delay.edge_out$_SDFFE_PN0N_ / 2
min reg2reg: delay.edge_out$_SDFFE_PN0N_ / 0.48 / delay.edge_out$_SDFFE_PN0N_ / 2
max reg2reg: divide.count[4]$_SDFF_PP0_ / 0.30 / divide.count[0]$_SDFF_PP0_ / 4
==> metrics by stage <==
step	worst slack [ns]	util (%)	hold slack, ns
2_1_floorplan	0.441	-	0.433
5_1_grt	0.0206	25.4	0.520
6_report	0.0729	25.4	0.475
3_3_place_gp	-0.482	23.8	0.463
4_1_cts	-0.190	25.7	0.484
3_5_place_dp	-0.495	23.8	0.462
==> flip-flops by register name (all words and copies together) (netlist names) <==
name and flops:
delay.count 3, divide.out_clock 1, delay.edge_out 1, divide.count 7
==> what timing repair did <==
action                                  4_1_cts  5_1_grt
setup buffers                                 3        1
endpoints found under the setup margin        6        4
pin swaps                                     7        6
gates resized                                24       17
==> layer usage <==
metal	track usage, %	vias up	wire length [µm]	share of wire (%)
li1	-	294	-	-
met1	5.97	252	722	50
met2	7.48	23	558	39
met3	2.00	0	156	11
met4	0.173	0	0	0
met5	0	-	0	0
==> report_power, final <==
part           switching [W]  internal, W  leakage, nW
Sequential        0.00000784     0.000308       0.0973
Combinational      0.0000345    0.0000562        0.278
Clock               0.000102     0.000217       0.0288
==> layout make-up <==
class / instances / area, µm²
inverter: 5 / 18.8
sequential: 12 / 240
timing repair buffer: 27 / 213
clock buffer: 4 / 55.1
fill: 388 / 2710
multi-input combinational: 50 / 337
tap: 48 / 60.1
Power figures rest on the tool's default switching activity, not on a simulated workload.
